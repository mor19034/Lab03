<file path="design/flow/config.mk">
export PLATFORM = sky130hd
export DESIGN_NAME = ALU
export DESIGN_NICKNAME = ALU
export VERILOG_FILES = /design/flow/design.v
export SDC_FILE = /design/flow/constraint.sdc
export NUM_CORES = 4
export LEC_CHECK = 1
export CORE_AREA = 10 10 70 70
export DIE_AREA = 0 0 80 80
</file>
<file path="design/flow/constraint.sdc">
current_design ALU

set clk_period 3.4
set clk_io_pct 0.2

create_clock -name clk0 -period $clk_period

set non_clock_inputs [all_inputs -no_clocks]
set_input_delay [expr $clk_period * $clk_io_pct] -clock clk0 $non_clock_inputs
set_output_delay [expr $clk_period * $clk_io_pct] -clock clk0 [all_outputs]
</file>
<file path="design/flow/design.v">
module ALU (
  input wire [3:0] A,B,  
  input wire [2:0]Command,  
  output reg [3:0]Out);  
  always @ (A or B or Command) begin
    case(Command)
      3'b000:Out = A & B;  
      3'b001:Out = A | B;  
      3'b010:Out = A + B;  
      3'b011:Out = 3'b000;  
      3'b100:Out = A & ~B;  
      3'b101:Out = A | ~B;  
      3'b110:Out = A - B;  
      3'b111:Out = (A < B) ? 1:0;  
    endcase
  end
endmodule  
</file>
<file path="design/flow/run.sh">
#!/bin/bash
# OpenROAD 26Q1-2900-gdf79404cd8, Yosys 0.63+post, stock flow scripts
make -C /OpenROAD-flow-scripts/flow DESIGN_CONFIG=/design/flow/config.mk WORK_HOME=/design/flow/orfs finish
</file>
==> impl_metrics.tcl <==
# yosys + openroad results
set metrics [dict create \
    status "completed" \
    ys_sh_simple_pct 17.0 \
    num_rows 21 \
    grt_pass1_wl_um 1930 \
    path_common_cell "clkdlybuf4s50_1" \
    cap_violations 0 \
    p_switching_mw 0.0344 \
    leakage_nw 0.280 \
    grt_pass1_vias 410 \
    drc 0 \
    drt_first_pass_iters 2 \
    path_cells "clkdlybuf4s50_1 > buf_4 > fa_2 > mux2_2 > o22ai_1 > clkdlybuf4s50_1" \
    cp-start-kind "input port" \
    num-fill-cells 401 \
    worstPathArrival_ns 2.66 \
    synth_cells 56 \
    diodes 0 \
    io_pins 15 \
    die_x_um 80 \
    grt.overflow.total 0 \
    place_congestion 0.778 \
    ys_sh_mux_pct 5.15 \
    hold_violations 0 \
    dp_cells 120 \
    warnings 36 \
    slew_violations 0 \
    swShare_pct 41.8 \
    die_h_um 80 \
    holdWs_ns 2.25 \
    area_delta_synth_final_pct 58.5 \
    endpoint_kind "output pin" \
    antenna_found_initial 0 \
    place_area_um2 642 \
    yosysCellCount 56 \
    ctsResizeCount 2 \
    ant_nets 0 \
    lay_top_cells "clkdlybuf4s50_1 (13), inv_1 (8), a21oi_1 (7), ha_1 (6), buf_4 (5)" \
    clockBufferCount 0 \
    grt_use_total_pct 3.58 \
    vias 439 \
    ys_seq_share_pct 0 \
    ys_warn_count 1 \
    period_needed_ns 3.34 \
    die-area_um2 6400 \
    grt_max_degree 13 \
    ir_drop_mv 0.0523 \
    compound_area_share_pct 25.8 \
    rsz0062_at_grt "yes" \
    wirelength_um 1140 \
    fp_util_pct 12.1 \
    slowest_delay_ns 0.50 \
    clkPwrFrac_pct 0 \
    crit_buf_inv 3 \
    design_area_um2 654 \
    avgSynthCellArea_um2 7.37 \
    min_path_type "in -> out" \
    final_layout_size_suffix_gt1_share_pct 14.9 \
    setup_violations 0 \
    p_comb_share_pct 100.0 \
    synth-adder-area-share_pct 33.6 \
    fin_crit_sh_pct 98.2 \
    mostFrequentLayoutCell "clkdlybuf4s50_1" \
    yosys.cell_types.count 24 \
    final.setup.tns_ns 0 \
    wl_per_cell_um 9.49 \
    tightestPinTransition_ns 0.323 \
    cts_hold_buffers 0 \
    crit_family "buffers and inverters" \
    coreArea_um2 3420 \
    p_int_mw 0.0479 \
    post_cts_buffers 0 \
    drt-vias-per-instance 3.66 \
    finalNonFillerCells 120 \
    cpMaxStageDelayCell "clkdlybuf4s50_1" \
    regArea_um2 0 \
    required_ns 2.72 \
    top_logic_kind "adder cells" \
    flops 0 \
    setup_ws_ns 0.0620 \
    synth_xor_xnor_area_share_pct 6.36 \
    drtIter0Drc 3 \
    worstSetupPathType "in -> out" \
    finalPower_mw 0.0823 \
    slew_headroom_pct 78.4 \
    yosys_area_um2 413 \
    post-place-ws_ns -0.103 \
    worst-path-max-fanout 4 \
    synth_area_um2 413 \
    fmax_ghz 0.300 \
    final_core_util_pct 19.2 \
    powerDensity_nw_per_um2 126 \
    io_buffers 15 \
    seqPwrFrac_pct 0 \
    hpwl_um 992 \
]
==> power groups by stage <==
stage	Clock (mW)	Combinational [mW]	Sequential [mW]
6_report	0	0.0823	0
5_1_grt	0	0.0934	0
4_1_cts	0	0.0812	0
==> cell families after synthesis <==
family / count (synthesis)
compound gates: 18
xor+xnor: 3
fa+ha+maj: 10
buf+inv: 11
mux: 2
simple gates: 12
==> cell usage after synthesis, drive strengths merged <==
cell	number	area (um2)
mux2i	1	10.0
nor3	1	5.00
inv	9	33.8
nor2	4	15.0
o211ai	1	7.51
nand4	1	6.26
maj3	1	11.3
ha	7	87.6
nand3b	1	7.51
a2bb2oi	1	8.76
xor2	2	17.5
nand2	1	3.75
buf	2	16.3
mux2	1	11.3
a21oi	7	35.0
nand2b	2	20.0
nor2b	2	12.5
fa	2	40.0
xnor2	1	8.76
o21ai	3	15.0
a22oi	2	15.0
o22ai	4	25.0
==> tightest hold or removal path: stages <==
cell and delay [ns]:
dlygate4sd2_1 0.27, a21oi_1 0.13, a22oi_1 0.08, clkdlybuf4s50_1 0.41
==> area by class of cell <==
cell class                      instances  area [um2]  share of cell area, %
Timing Repair Buffer                   20         185                   28.3
Tap cell                               46        57.6                   8.80
Multi-Input combinational cell         45         378                   57.7
Inverter                                9        33.8                   5.16
==> routing by layer <==
metal  vias up  global-route usage, %  routed length, um
li1        234                      -                  -
met1       195                   5.89                640
met2        10                   5.30                490
met3         0                      0                  8
met4         0                      0                  0
met5         -                      0                  0
==> worst paths after layout <==
| path | start | endpoint | slack, ns | cells after the start |
|---|---|---|---|---|
| hold / removal | A[0] | Out[0] | 2.25 | 4 |
| setup / recovery | B[1] | Out[1] | 0.06 | 6 |
Power and IR drop assume default switching activity.
